`design.v`:
```
module control(clk, reset, valid_in, valid_out, enable_f, enable_ab);
input clk, valid_in, reset;
output logic valid_out, enable_f, enable_ab;
always_comb begin 
	if(reset)begin
	enable_ab = 0;
	end
	else begin
    	enable_ab = valid_in;
	end
end
always_ff @( posedge clk ) begin 
	if(reset) begin 
	enable_f <= 0;
	valid_out <= 0;
	end
	else begin
    	enable_f <= valid_in;
    	valid_out <= enable_f ;
	end
end
endmodule
module adder(preSum, productAB, out);
parameter WIDTH =28;
input signed[WIDTH-1:0] preSum, productAB;
output logic signed[WIDTH-1:0] out;
always_comb begin
	out = productAB + preSum;
end
endmodule
module multiplier(a_in, b_in, mult_out);
	parameter WIDTH = 14;
	parameter WIDTH2 = 28;
   input signed [WIDTH-1:0] a_in, b_in;
   output logic signed [WIDTH2-1:0] mult_out;
   always_comb begin
      mult_out = a_in * b_in;
   end   
endmodule
module register14b(data, en, clk, reset, out);
   parameter WIDTH = 14;
   input logic signed [WIDTH-1:0] data;
   input en;
   input clk;
   input reset;
   output logic signed [WIDTH-1:0] out;
   always_ff @(posedge clk) begin
      if (reset)
         out <= 0;
      else if (en)
         out <= data;
   end
endmodule
module register28b(data, en, clk, reset, out);
   parameter WIDTH = 28;
   input logic signed [WIDTH-1:0] data;
   input en;
   input clk;
   input reset;
   output logic signed [WIDTH-1:0] out;
   always_ff @(posedge clk) begin
      if (reset)
         out <= 0;
      else if (en)
         out <= data;
   end
endmodule
module part2_mac(clk,reset,a,b,valid_in,f,valid_out);
input clk,reset,valid_in;
input signed[13:0] a,b;
output logic signed [27:0] f;
output logic valid_out;
wire controlToReg28b;
wire controlToReg14b;
wire [13:0] regAtoMult;
wire [13:0] regBtoMult;
wire [27:0] multToAdd;
wire [27:0] addToReg28b;
control control_inst(.clk(clk), .reset(reset), .valid_in(valid_in), .valid_out(valid_out), .enable_f(controlToReg28b), .enable_ab(controlToReg14b));
register14b register14b_ainst(.data(a), .en(controlToReg14b), .clk(clk), .reset(reset), .out(regAtoMult));
register14b register14b_binst(.data(b), .en(controlToReg14b), .clk(clk), .reset(reset), .out(regBtoMult));
multiplier multiplier_inst(.a_in(regAtoMult), .b_in(regBtoMult), .mult_out(multToAdd));
adder adder_inst(.preSum(f), .productAB(multToAdd), .out(addToReg28b));
register28b register28b_inst(.data(addToReg28b), .en(controlToReg28b), .clk(clk), .reset(reset), .out(f));
endmodule
```
`run.sh`:
```
#!/bin/bash
# OpenROAD 26Q1-2900-gdf79404cd8, Yosys 0.63+post, stock flow scripts
make -C /OpenROAD-flow-scripts/flow DESIGN_CONFIG=/design/flow/config.mk WORK_HOME=/design/flow/orfs finish
```
`config.mk`:
```
export PLATFORM = sky130hd
export DESIGN_NAME = part2_mac
export DESIGN_NICKNAME = part2_mac
export VERILOG_FILES = /design/flow/design.v
export SDC_FILE = /design/flow/constraint.sdc
export NUM_CORES = 4
export LEC_CHECK = 1
export CORE_UTILIZATION = 50
```
`constraint.sdc`:
```
current_design part2_mac

set clk_period 8.6
set clk_io_pct 0.2

create_clock -name clk0 -period $clk_period [get_ports {clk}]

set non_clock_inputs [all_inputs -no_clocks]
set_input_delay [expr $clk_period * $clk_io_pct] -clock clk0 $non_clock_inputs
set_output_delay [expr $clk_period * $clk_io_pct] -clock clk0 [all_outputs]
```
==> Slide: Implementation Results <==
Run Summary

Place
  – Final HPWL DP: 19.33 mm
  – Port Buffer Count: 59
  – Place WS: 1.962 ns
  – Routability cong.: 0.8495

Layout
  – Fillers: 1927
  – Comb area: 0.008384 mm^2
  – FF+latch area: 0.001161 mm^2
  – Share of post-route cells with drive strength above 1: 0.02049
  – Top cell excl fill/tap: inv_1
  – Area growth syn-to-layout: 10.30%
  – Dominant logic cell types in the final layout: 310 x inv_1, 230 x fa_1, 105 x nand2_1

Pwr
  – Net Switching: 0.6853 mW
  – Internal power: 0.9302 mW
  – Clock Power Share: 0.252
  – PD cells: 134.7 mW/mm^2
  – Register share of total power: 0.221
  – Sw Ratio: 0.4242
  – Comb pwr share: 0.527
  – Peak supply drop: 0.0001363 V
  – Leak pwr: 6.307 nW

Flow run
  – OpenROAD warnings: 27
  – Max_cap viols: 0

Logic synthesis
  – Fa+ha+maj area frac: 0.5180
  – Area fraction in compound gates: 0.05870
  – Simple share: 0.1342
  – Unique masters post-synth: 48
  – Count of library flops with an enable pin: 0
  – Yosys stat chip area: 0.01087 mm^2
  – Mux share: 0.03867
  – Ys flop type: dfxtp_1
  – Syn Area/Cell: 9.181 um^2
  – Yosys warning total: 5
  – Top logic family: adder cells
  – Yosys xor share: 0.02175
  – Synth flops: 58
  – Gate Count Post-Synth: 1184
  – Post-synth seq share: 0.1068
  – Ys async rst share: 0
  – Post-Syn Area: 0.01087 mm^2
  – # Cells Yosys: 1184

Floorplan
  – FP Core Util: 0.5139
  – Core region area: 0.02115 mm^2
  – Chip area: 0.02233 mm^2
  – Die Ht: 149.4 um
  – Rows: 53
  – Ports: 60
  – Die width: 149.4 um

Final timing
  – Fin worst setup slack: 2.033 ns
  – Final Setup Violations: 0
  – Final Hold Vio Count: 0
  – Worst slew margin: 0.4395
  – Final period util: 0.7637
  – Post-Route Skew: 0.006012 ns
  – Slew Limit Fails: 0
  – Worst slew pin tran: 0.8408 ns
  – Max Freq: 152.3 MHz
  – Final setup TNS: 0 ns
  – Tmin final: 6.567 ns
  – RSZ-0062 raised after global routing: no

CTS
  – Post-CTS Resized: 0
  – Hold-fix buffers, CTS: 0
  – CTS H-tree depth: 3
  – Longest Clk Path Bufs: 2
  – Total CTS buffers: 9
  – Setup bufs post-CTS: 0
  – Late-Pin Clk Latency: 0.34 ns
  – Clock root buffer: clkbuf_16
  – CTS clk-pin slew, worst paths: 0.06 ns
  – # clock sinks: 58
  – CTS tree: yes

Status
  – Status: finished clean

Route
  – DRT antenna net count: 0
  – Vias: 7431
  – Diode count: 0
  – DR DRC count: 0
  – Total Wirelength: 23.67 mm
  – TritonRoute pass-1 iters: 4
  – DRT iter0 DRCs: 255
  – Via-to-Cell Ratio: 4.971
  – Drt wl/cell: 15.83 um

Global route
  – Overflow after GRT: 0
  – Antenna violations before repair: 0
  – First-pass GRT wire length: 40.48 mm
  – Largest net degree at the start of global routing: 60
  – GRT Total Usage: 0.2520
  – Vias in the first global route: 7716

Critical path
  – Critical path launch point type: flip-flop
  – R2R Path End: register28b_inst.out[25]
  – Worst EP required: 8.83 ns
  – FF-to-FF setup slack: 2.03 ns
  – Worst EP arrival: 6.79 ns
  – Endpoint class of the critical path: flip-flop
  – CP Max Fanout: 15
  – FF-to-FF Start: register14b_binst.out[0]
  – Worst r2r path cells: 20
  – Critical path class: flip-flop to flip-flop

Min path
  – Hold Path Sink: register28b_inst.out[24]
  – HP Start: register28b_inst.out[24]
  – Class of the worst hold path: flip-flop to flip-flop
  – Hold Crit Depth: 2
-- final cells by class --
cell class | count | area share
Sequential cell | 58 | 0.09684
Tap cell | 275 | 0.02870
Clock inverter | 7 | 0.008452
Timing Repair Buffer | 63 | 0.05092
Multi-Input combinational cell | 773 | 0.6993
Inverter | 310 | 0.09705
Clock buffer | 9 | 0.01878
-- cell usage after synthesis, types with 3 or more instances --
cell type / n / area [um^2]
inv_1: 310 / 1164
fa_1: 230 / 4604
nand2_1: 105 / 394.1
and2_1: 94 / 588.1
ha_1: 82 / 1026
nor2_1: 66 / 247.7
dfxtp_1: 58 / 1161
mux2i_1: 42 / 420.4
clkbuf_1: 40 / 150.1
xnor2_1: 20 / 175.2
o21ai_0: 18 / 90.09
a21oi_1: 15 / 75.07
a21o_1: 13 / 97.59
nand2b_1: 9 / 56.30
xor2_1: 7 / 61.31
a211oi_1: 6 / 45.04
nor3_1: 6 / 30.03
nand3_1: 5 / 25.02
o21a_1: 5 / 37.54
nand3b_1: 4 / 30.03
nor3b_1: 4 / 30.03
o21bai_1: 4 / 30.03
a211o_1: 3 / 26.28
a21boi_0: 3 / 22.52
buf_1: 3 / 11.26
o211ai_1: 3 / 22.52
o311ai_0: 3 / 26.28
-- layer usage --
layer | vias up | GRT usage | routed length, um
li1 | 3574 | - | -
met1 | 3658 | 0.3923 | 10500
met2 | 175 | 0.3734 | 10970
met3 | 24 | 0.08727 | 1815
met4 | 0 | 0.03163 | 389
met5 | - | 0 | 0
-- per-stage QoR --
stage	utilization	hold WS, ns	instance area (um^2)	cells	total power, mW
2_1_floorplan	-	0.4256	10870	1184	0.9578
3_3_place_gp	0.5514	0.4748	11660	1479	1.229
3_5_place_dp	0.5514	0.4694	11660	1479	1.227
4_1_cts	0.5668	0.4848	11990	1495	1.646
5_1_grt	0.5668	0.5262	11990	1495	1.777
6_report	0.5668	0.4915	11990	1495	1.615
-- worst max-delay path by stage --
stage                         from                        to  slack [ns]  depth (start not counted)
6_report  register14b_binst.out[0]  register28b_inst.out[25]        2.03                         20
5_1_grt   register14b_binst.out[0]  register28b_inst.out[25]        1.54                         20
4_1_cts   register14b_binst.out[0]  register28b_inst.out[25]        1.95                         20
-- cell families after synthesis --
family / Yosys count
XOR/XNOR: 27
AND-OR/OR-AND: 91
multiplexers: 42
buffers and inverters: 353
AND/OR/NAND/NOR: 301
flip-flops: 58
adder cells (fa/ha/maj): 312
-- flip-flops by register name (all words and copies together) (netlist names) --
signal and count:
register14b_binst.out 14, control_inst.enable_f 1, register14b_ainst.out 14, control_inst.valid_out 1, register28b_inst.out 28
-- worst max-delay path: stages, from the launching register on --
cell       delay, ns
dfxtp_1         0.68
nand2_1         0.58
inv_1           0.42
fa_1            0.47
inv_1           0.09
fa_1            0.39
inv_1           0.09
fa_1            0.44
fa_1            0.50
fa_1            0.50
inv_1           0.05
fa_1            0.48
inv_1           0.04
ha_1            0.34
a21o_1          0.21
a311o_1         0.31
o2111ai_1       0.20
nand2_1         0.14
nor2_1          0.15
o21ai_0         0.09
a221o_1         0.30
-- power by group through the flow --
stage,combinational (mW),sequential (mW),clock (mW)
4_1_cts,0.874,0.359,0.413
5_1_grt,0.986,0.364,0.428
6_report,0.851,0.357,0.407
No activity file was given, so power comes from the tool's default toggle rates.
